$ cat ./config.mk
export PLATFORM = sky130hd
export DESIGN_NAME = transceiver
export DESIGN_NICKNAME = transceiver
export VERILOG_FILES = /design/flow/design.v
export SDC_FILE = /design/flow/constraint.sdc
export NUM_CORES = 4
export LEC_CHECK = 1
export CORE_AREA = 10 10 70 70
export DIE_AREA = 0 0 80 80
$ cat ./run.sh
#!/bin/bash
# OpenROAD 26Q1-2900-gdf79404cd8, Yosys 0.63+post, stock flow scripts
make -C /OpenROAD-flow-scripts/flow DESIGN_CONFIG=/design/flow/config.mk WORK_HOME=/design/flow/orfs finish
$ cat ./design.v
module transceiver (clk, reset, req1, ack1, data1, req2, ack2, data2);
	parameter id = -1;  
	parameter port = "unknown";
	input clk, reset;
	input req1;
	input [8-1:0] data1;
	output ack1;
	output req2;
	output [8-1:0] data2;
	input ack2;
	reg req;
	reg ack;
	reg [8-1:0] data;
	assign req2 = req;
	assign ack1 = ack;
	assign data2 = data;
	always @(posedge clk or posedge reset) begin
		if (reset) begin
			req <= 0;
			ack <= 0;
		end else begin
			req <= req1;
			ack <= ack2;
			data <= (req1 ^ req) ? data1 : data;
		end
	end
endmodule
$ cat ./constraint.sdc
current_design transceiver

set clk_period 2.5
set clk_io_pct 0.2

create_clock -name clk0 -period $clk_period [get_ports {clk}]

set non_clock_inputs [all_inputs -no_clocks]
set_input_delay [expr $clk_period * $clk_io_pct] -clock clk0 $non_clock_inputs
set_output_delay [expr $clk_period * $clk_io_pct] -clock clk0 [all_outputs]
==> Changelog: implementation <==
## Flow update

* Root Driver: clkbuf_4
* First-pass GRT wire length at 1.159 mm
* Crit path time final at 1.595 ns
* Outcome: completed
* Post-route ant nets at 0
* Tot GR Track Use at around 2.3%
* Final WS setup at 0.9048 ns
* Grt total ovfl at 0
* Mean Syn Cell Area at around 24 um2
* Antenna violations before repair at 0
* Core ar. at 3416 um2
* DRT iter0 DRCs at 2
* Ys cells at 13
* Post-CTS Setup Bufs at 0
* Crit path buffers/inverters at 1
* Tool warnings at 25
* Drc violations at 0
* P per Cell Area at 558.5 nW/um2
* Worst EP arrival at roughly 1.1 ns
* CP delay by family, top: buffers and inverters
* H-tree Lvls at 1
* Die span in y at 80 um
* CP cell instances: clkdlybuf4s50_1
* Commonest Layout Cell: clkdlybuf4s50_1
* CP Capture Point: req2
* Reg-to-Reg End: data[7]
* IO buf count at 21
* Max stage delay on crit path at roughly 0.48 ns
* Synthesis area per yosys at 306.5 um2
* Largest net degree at the start of global routing at 9
* RSZ-0062 raised after global routing: no
* Logic area at 12.51 um2
* Longest Clk Path Bufs at 2
* CP required at 2.00 ns
* Share of layout cells above drive strength 1 at a little over a tenth
* Total wire length at between 700 and 800 um
* Max-Cap Viols at 0
* Slew @ Worst Pin at 0.1208 ns
* Slowest cell on crit path: clkdlybuf4s50_1
* WP depth at 1
* Max VDD drop at 0.0001996 V
* Critical Path Source Type: flip-flop
* Cells after Synth at 13
* Reg clk slew, reported paths at 0.06 ns
* Register area share after synthesis at 94.69%
* Slew Limit Headroom at 91.89%
* Clock Sinks at 10
* GPL Wtd Cong at 0.6087
* Reg2reg path depth at 3
* First-pass DRT Iterations at 2
* Die width at 80 um
* Most frequent logic cells in the routed design: clkdlybuf4s50_1 (21), edfxtp_1 (8), clkbuf_4 (3)
* TritonCTS buffer count at 3
* FF+latch count, synth at 10
* Crit end category: primary output
* Vias per cell at 2.440
* Vias in the first global route at 257
* Io pins at 22
* Std cell rows at 21
* FF-to-FF Start: req
* HP Class: in2async
* Worst R2R Setup Slack at between 1 and 1.5 ns
* Worst Setup SP: req
* DIE AREA at 6400 um2
* Synthesized area at 306.5 um2
* Period utilization at 63.81%
* Vias post-DR at 205
* Skew-Pair Late Insertion Delay at between 0.2 and 0.3 ns
* Layout area overhead at 97.14%
* Max Freq at ~0.63 GHz
* Fp_density at 8.974%
* Setup TNS at 0 ns
* Reg area at 290.3 um2
* Cell Type Count at 5
* Final Hold Slack at 0.4326 ns
* Hold Buf Count CTS at 0
* CTS tree: built
* Final hold violations at 0
* Layout fillers at 391
* Slew Viols, Final at 0
* Drt wl/cell at 9.310 um
* Static leakage at roughly 0.00021 uW
* Post-Place Setup Slack at 0.8381 ns
* ANT cells at 0
* Final setup viols at 0
* Yosys warnings at 1
* CP Max Fanout at 2
* Layout Skew at 0.0001576 ns
* Post-CTS resize count at 0
* Crit path kind: reg2out
power by group:
part | internal (uW) | switching [uW]
registers | 191 | 2.26
clock network | 55.3 | 49.0
logic | 30.9 | 9.33
registers in the layout, indices dropped and copies added (netlist names):
name / count
data: 8
req: 1
ack: 1
cell families (layout without fill, tap and decap cells):
| logic type | count (synthesis) | in the layout | share of synthesized area (%) |
|---|---|---|---|
| DFF | 10 | 10 | 94.69 |
| buffers and inverters | 1 | 26 | 1.223 |
| and+or+nand+nor | 1 | 1 | 1.223 |
| xor gates and xnor gates | 1 | 1 | 2.858 |
layer usage:
metal	vias up	GRT usage, %	share of wire, %
met4	0	0.5282	0
met3	0	1.250	9.3
li1	96	-	-
met5	-	0	0
met2	10	4.093	55
met1	99	2.150	35
cell usage after synthesis (all sizes together):
cell type	instances	area share [%]
xnor2	1	2.9
nor2	1	1.2
dfrtp	2	16
inv	1	1.2
edfxtp	8	78
how the worst min path moves through the flow:
stage | end | depth (start not counted) | slack (ns)
finish | req | 2 | 0.43
CTS | req | 2 | 0.42
global route | req | 2 | 0.43
per-stage QoR:
| step | power [uW] | utilization, % | std cells | area, um2 |
|---|---|---|---|---|
| global route | 352.8 | 17.69 | 84 | 604.3 |
| finish | 337.5 | 17.69 | 84 | 604.3 |
| CTS | 346.8 | 17.69 | 84 | 604.3 |
| floorplan | 199.5 | - | 13 | 306.5 |
| detailed placement | 238.3 | 17.03 | 81 | 581.8 |
| global placement | 237.4 | 17.03 | 81 | 581.8 |
layout make-up:
cell class	instances	share of cell area, %
inverters	1	0.6211
repair buffers	22	36.02
clock buffers	3	3.727
flip-flops and latches	10	48.03
well taps	46	9.524
multi-input cells	2	2.070
No activity file was given, so power comes from the tool's default toggle rates.
